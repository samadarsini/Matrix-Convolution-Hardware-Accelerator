==> design.v <==
module sliding_window_convolution (
    input  logic         clk,
    input  logic         reset,
    input  logic         write,
    input  logic         read,
    input  logic [31:0]   data_in,
    output logic [31:0]  data_out,
    output logic         done
);
    parameter INPUT_SIZE = 5;
    parameter KERNEL_SIZE = 3;
    parameter OUTPUT_SIZE = INPUT_SIZE - KERNEL_SIZE + 1;
    logic [31:0] input_matrix[0:INPUT_SIZE-1][0:INPUT_SIZE-1];
    logic [31:0] kernel[0:KERNEL_SIZE-1][0:KERNEL_SIZE-1];
    logic [31:0] output_matrix[0:OUTPUT_SIZE-1][0:OUTPUT_SIZE-1];
    logic [3:0] row, col, read_row, read_col;
    logic [31:0] sum;
    typedef enum logic [2:0] {IDLE, WRITE_MATRIX, COMPUTE, READ_OUTPUT, DONE} state_t;
    state_t state, next_state;
    initial begin
        kernel[0][0] = 1; kernel[0][1] = 0; kernel[0][2] = 1;
        kernel[1][0] = 1; kernel[1][1] = 0; kernel[1][2] = 1;
        kernel[2][0] = 1; kernel[2][1] = 0; kernel[2][2] = 1;
    end
    always_ff @(posedge clk or posedge reset) begin
        if (reset) begin
            state <= IDLE;
            row <= 0;
            col <= 0;
            read_row <= 0;
            read_col <= 0;
            sum <= 0;
            done <= 0;
        end else begin
            state <= next_state;
            case (state)
                IDLE: begin
                    if (write) begin
                        row <= 0;
                        col <= 0;
                    end
                end
                WRITE_MATRIX: begin
                    if (write) begin
                        input_matrix[row][col] <= data_in;
                        if (col == INPUT_SIZE - 1) begin
                            col <= 0;
                            if (row == INPUT_SIZE - 1) row <= 0;
                            else row <= row + 1;
                        end else begin
                            col <= col + 1;
                        end
                    end
                end
                COMPUTE: begin
                    sum = 0;
                    for (int i = 0; i < KERNEL_SIZE; i++) begin
                        for (int j = 0; j < KERNEL_SIZE; j++) begin
                            sum += input_matrix[row + i][col + j] * kernel[i][j];
                        end
                    end
                    output_matrix[row][col] <= sum;
                    if (col == OUTPUT_SIZE - 1) begin
                        col <= 0;
                        if (row == OUTPUT_SIZE - 1) done <= 1;
                        else row <= row + 1;
                    end else begin
                        col <= col + 1;
                    end
                end
                READ_OUTPUT: begin
                    if (read) begin
                        data_out <= output_matrix[read_row][read_col];
                        if (read_col == OUTPUT_SIZE - 1) begin
                            read_col <= 0;
                            if (read_row == OUTPUT_SIZE - 1) begin
                                read_row <= 0;
                                done <= 1;
                            end else read_row <= read_row + 1;
                        end else read_col <= read_col + 1;
                    end
                end
                DONE: begin
                    done <= 1;
                end
            endcase
        end
    end
    always_comb begin
        next_state = state;
        case (state)
            IDLE: next_state = write ? WRITE_MATRIX : IDLE;
            WRITE_MATRIX: next_state = (row == INPUT_SIZE - 1 && col == INPUT_SIZE - 1) ? COMPUTE : WRITE_MATRIX;
            COMPUTE: next_state = (row == OUTPUT_SIZE - 1 && col == OUTPUT_SIZE - 1) ? READ_OUTPUT : COMPUTE;
            READ_OUTPUT: next_state = (read_row == OUTPUT_SIZE - 1 && read_col == OUTPUT_SIZE - 1 && done) ? DONE : READ_OUTPUT;
            DONE: next_state = IDLE;
        endcase
    end
endmodule
==> run.sh <==
#!/bin/bash
# OpenROAD 26Q1-2900-gdf79404cd8, Yosys 0.63+post, stock flow scripts
make -C /OpenROAD-flow-scripts/flow DESIGN_CONFIG=/design/flow/config.mk WORK_HOME=/design/flow/orfs finish
==> config.mk <==
export PLATFORM = sky130hd
export DESIGN_NAME = sliding_window_convolution
export DESIGN_NICKNAME = sliding_window_convolution
export VERILOG_FILES = /design/flow/design.v
export SDC_FILE = /design/flow/constraint.sdc
export NUM_CORES = 4
export LEC_CHECK = 1
export CORE_UTILIZATION = 50
==> constraint.sdc <==
current_design sliding_window_convolution

set clk_period 26.5
set clk_io_pct 0.2

create_clock -name clk0 -period $clk_period [get_ports {clk}]

set non_clock_inputs [all_inputs -no_clocks]
set_input_delay [expr $clk_period * $clk_io_pct] -clock clk0 $non_clock_inputs
set_output_delay [expr $clk_period * $clk_io_pct] -clock clk0 [all_outputs]
==> flow_summary.json <==
{
  "ys_ff": 1142,
  "ff_type": "edfxtp_1",
  "dieWidth_um": 387,
  "syn_inst": 7133,
  "grt_pass1_wl_um": 816000,
  "clockBufferDepth": 3,
  "synthTopCellsByCount": "1,120 x edfxtp_1, 866 x a22oi_1, 682 x nand2_1",
  "yosysCellCount": 7133,
  "ys_chip_area_um2": 74100,
  "synth_area_um2": 74100,
  "place_congestion": 1.30,
  "yosys_warnings": 3,
  "synth-async-reset-ratio_pct": 1.93,
  "synth.avg_cell_area_um2": 10.4,
  "htreeDepth": 3,
  "top_area_share_pct": 45.4,
  "postSynthSeqShare_pct": 46.1,
  "largest_area_cell": "edfxtp_1",
  "clockRootBuffer": "clkbuf_16",
  "status": "did not finish",
  "ctsResizeCount": 0,
  "cts_buffers": 117,
  "cts_hold_buf": 0,
  "place_ws_ns": 13.73,
  "initCoreUtil_pct": 50.6,
  "most_common_cell": "edfxtp_1",
  "cts_num_sinks": 1142,
  "grt_max_degree": 58,
  "grt_pass1_vias": 91100,
  "hpwl_um": 358000,
  "num_io_pins": 69,
  "error": "[ERROR GRT-0116] Global routing finished with congestion. Check the congestion regions in the DRC Viewer.",
  "grt_usage_pct": 85.6,
  "overflow": 94,
  "post_cts_buffers": 0,
  "edf_count": 1120,
  "rows": 140,
  "haltStage": "global routing (5_1_grt)",
  "synthDistinctLibCells": 83,
  "port_buffers": 68,
  "die_h_um": 387,
  "synth.area.top_cells": "edfxtp_1 45%, a22oi_1 8.8%, a221oi_1 4.6%, fa_1 3.7%, ha_1 3.5%"
}
## kinds of logic after synthesis
kind of cell / synth area share (%)
AND-OR/OR-AND: 27.0
AND/OR/NAND/NOR: 11.2
flip-flops: 46.1
buffers and inverters: 4.17
adder cells (fa/ha/maj): 7.15
multiplexers: 3.12
XOR/XNOR: 1.24
## through the flow
| step | total power, uW | cells | area, um^2 | utilization [%] |
|---|---|---|---|---|
| floorplan | 75500 | 7133 | 74100 | - |
| global placement | 100000 | 9030 | 80100 | 54.8 |
| detailed placement | 99200 | 9030 | 80100 | 54.8 |
| CTS | 103000 | 9251 | 84200 | 57.6 |
## layer usage
| metal | GRT usage [%] | overflow |
|---|---|---|
| met4 | 76.0 | 15 |
| met5 | 65.6 | 5 |
| met1 | 86.7 | 18 |
| met3 | 82.9 | 34 |
| met2 | 93.0 | 22 |
Power is estimated from default activity; no workload was simulated.
